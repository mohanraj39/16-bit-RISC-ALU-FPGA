===== design/flow/run.sh =====
#!/bin/bash
# OpenROAD 26Q1-2900-gdf79404cd8, Yosys 0.63+post, stock flow scripts
make -C /OpenROAD-flow-scripts/flow DESIGN_CONFIG=/design/flow/config.mk WORK_HOME=/design/flow/orfs finish

===== design/flow/config.mk =====
export PLATFORM = sky130hd
export DESIGN_NAME = top
export DESIGN_NICKNAME = top
export VERILOG_FILES = /design/flow/design.v
export SDC_FILE = /design/flow/constraint.sdc
export NUM_CORES = 4
export LEC_CHECK = 1
export CORE_UTILIZATION = 50
export SYNTH_MEMORY_MAX_BITS = 65536

===== design/flow/constraint.sdc =====
current_design top

set clk_period 357.3
set clk_io_pct 0.2

create_clock -name clk0 -period $clk_period [get_ports {clk}]

set non_clock_inputs [all_inputs -no_clocks]
set_input_delay [expr $clk_period * $clk_io_pct] -clock clk0 $non_clock_inputs
set_output_delay [expr $clk_period * $clk_io_pct] -clock clk0 [all_outputs]

===== design/flow/design.v =====
module alu(
    input [15:0] A,
    input [15:0] B,
    input [2:0] opcode, 
    output reg [15:0] Result,
    output Z, S, C, V
);
    reg carry_out;
    always @(*) begin
        carry_out = 0;
        case(opcode)
            3'b000: {carry_out, Result} = A + B;        
            3'b001: {carry_out, Result} = A - B;        
            3'b010: Result = A & B;                     
            3'b011: Result = A | B;                     
            3'b100: Result = A ^ B;                     
            3'b101: Result = ~A;                        
            default: Result = 16'h0;
        endcase
    end
    assign Z = (Result == 16'h0);                      
    assign S = Result[15];                             
    assign C = (opcode == 3'b000 || opcode == 3'b001) ? carry_out : 0;
    assign V = (opcode == 3'b000) ? ((A[15] == B[15]) && (Result[15] != A[15])) :
               (opcode == 3'b001) ? ((A[15] != B[15]) && (Result[15] != A[15])) : 0;
endmodule
module seven_seg(
    input clk,
    input [15:0] addr,
    input [15:0] data,
    output reg [3:0] D0_AN, output reg [7:0] D0_SEG,
    output reg [3:0] D1_AN, output reg [7:0] D1_SEG
);
    reg [18:0] counter = 0;
    always @(posedge clk) counter <= counter + 1;
    wire [1:0] sel = counter[18:17]; 
    reg [3:0] hex_addr, hex_data;
    always @(*) begin
        D0_AN = 4'b1111; D1_AN = 4'b1111;
        D0_AN[sel] = 0;  D1_AN[sel] = 0;
        case(sel)
            0: hex_data = data[3:0];   1: hex_data = data[7:4];
            2: hex_data = data[11:8];  3: hex_data = data[15:12];
        endcase
        case(sel)
            0: hex_addr = addr[3:0];   1: hex_addr = addr[7:4];
            2: hex_addr = addr[11:8];  3: hex_addr = addr[15:12];
        endcase
    end
    always @(*) begin
        D0_SEG = decode_hex(hex_addr); 
        D1_SEG = decode_hex(hex_data);
    end
    function [7:0] decode_hex(input [3:0] h);
        case(h)
            4'h0: decode_hex = 8'hC0; 4'h1: decode_hex = 8'hF9; 4'h2: decode_hex = 8'hA4; 4'h3: decode_hex = 8'hB0;
            4'h4: decode_hex = 8'h99; 4'h5: decode_hex = 8'h92; 4'h6: decode_hex = 8'h82; 4'h7: decode_hex = 8'hF8;
            4'h8: decode_hex = 8'h80; 4'h9: decode_hex = 8'h90; 4'hA: decode_hex = 8'h88; 4'hB: decode_hex = 8'h83;
            4'hC: decode_hex = 8'hC6; 4'hD: decode_hex = 8'hA1; 4'hE: decode_hex = 8'h86; 4'hF: decode_hex = 8'h8E;
            default: decode_hex = 8'hFF;
        endcase
    endfunction
endmodule
module top(
    input clk,
    input rst,         
    input UART_rxd,
    output UART_txd,
    output [3:0] D0_AN, output [7:0] D0_SEG,  
    output [3:0] D1_AN, output [7:0] D1_SEG,
    output led
);
    wire [7:0] rx_data;
    wire rx_done_raw;
    reg [7:0] tx_data_reg;
    reg tx_start_reg;
    wire tx_busy;
    reg rx_done_prev;
    wire rx_done = (rx_done_raw && !rx_done_prev);
    always @(posedge clk) begin
        if (rst) rx_done_prev <= 0;
        else rx_done_prev <= rx_done_raw;
    end
    reg [15:0] registers [0:1023]; 
    integer i;
    initial for (i = 0; i < 1024; i = i + 1) registers[i] = 16'h0;
    reg [5:0] state = 0;
    reg [5:0] return_state = 0;
    localparam IDLE=0, GET_ADDR1=1, GET_DATA=2, EXECUTE_W=3, 
               TX_D=4, TX_SPACE=5, TX_HEX1=6, TX_HEX2=7, TX_HEX3=8, TX_HEX4=9, 
               WAIT_UART=10, GET_ADDR2=11, READ_1=12, READ_2=13, READ_3=14, 
               CALC=15, GET_ADDR_DEST=16, EXECUTE_ALU_WRITE=17,
               TX_FSPACE=18, TX_Z_L=19, TX_Z_V=20, TX_S_L=21, TX_S_V=22,
               TX_C_L=23, TX_C_V=24, TX_V_L=25, TX_V_V=26, TX_NL=27;
    reg [15:0] addr1, addr2, addr_dest, data_reg, op1, op2, val_out, addr_disp;
    reg [7:0] active_cmd;
    reg z_r, s_r, c_r, v_r; 
    reg [2:0] alu_op; 
    wire [15:0] alu_res;
    wire alu_z, alu_s, alu_c, alu_v;
    alu core_alu (.A(op1), .B(op2), .opcode(alu_op), .Result(alu_res), .Z(alu_z), .S(alu_s), .C(alu_c), .V(alu_v));
    function is_hex(input [7:0] a); is_hex = (a >= "0" && a <= "9") || (a >= "A" && a <= "F") || (a >= "a" && a <= "f"); endfunction
    function [3:0] to_hex(input [7:0] a);
        if (a >= "0" && a <= "9") to_hex = a[3:0]; else if (a >= "A" && a <= "F") to_hex = a - 8'h37; else to_hex = a - 8'h57;
    endfunction
    function [7:0] to_ascii(input [3:0] h); to_ascii = (h < 10) ? (8'h30 + h) : (8'h57 + h); endfunction
    always @(posedge clk) begin
        if (rst) begin
            state <= IDLE;
            tx_start_reg <= 0;
            addr1 <= 0; addr2 <= 0; addr_dest <= 0; data_reg <= 0;
            val_out <= 0; z_r <= 0; s_r <= 0; c_r <= 0; v_r <= 0;
            alu_op <= 0;
        end else begin
            tx_start_reg <= 0;
            if (rx_done) begin
                if (rx_data == "W" || rx_data == "w" || rx_data == "R" || rx_data == "r" || 
                    rx_data == "S" || rx_data == "s" || rx_data == "U" || rx_data == "u" || 
                    rx_data == "X" || rx_data == "x" || rx_data == "N" || rx_data == "n" ||
                    rx_data == "O" || rx_data == "o" || rx_data == "T" || rx_data == "t") begin
                    active_cmd <= rx_data;
                    case (rx_data)
                        "S", "s": alu_op <= 3'b000; "U", "u": alu_op <= 3'b001;
                        "N", "n": alu_op <= 3'b010; "O", "o": alu_op <= 3'b011;
                        "X", "x": alu_op <= 3'b100; "T", "t": alu_op <= 3'b101;
                        default:  alu_op <= 3'b000;
                    endcase
                    addr1 <= 0; addr2 <= 0; addr_dest <= 0; data_reg <= 0;
                    tx_data_reg <= "#"; tx_start_reg <= 1; state <= GET_ADDR1;
                end 
                else begin
                    case (state)
                        GET_ADDR1: if (rx_data == 8'h0D || rx_data == " ") begin
                                       addr_disp <= addr1;
                                       if (active_cmd == "W" || active_cmd == "w") state <= GET_DATA;
                                       else if (active_cmd == "R" || active_cmd == "r") state <= READ_1;
                                       else state <= GET_ADDR2;
                                   end else if (is_hex(rx_data)) addr1 <= {addr1[11:0], to_hex(rx_data)};
                        GET_ADDR2: if (rx_data == 8'h0D || rx_data == " ") begin
                                       if (active_cmd == "T" || active_cmd == "t") begin addr_dest <= addr2; state <= READ_1; end
                                       else state <= GET_ADDR_DEST;
                                   end else if (is_hex(rx_data)) addr2 <= {addr2[11:0], to_hex(rx_data)};
                        GET_ADDR_DEST: if (rx_data == 8'h0D) state <= READ_1;
                                       else if (is_hex(rx_data)) addr_dest <= {addr_dest[11:0], to_hex(rx_data)};
                        GET_DATA: if (rx_data == 8'h0D) state <= EXECUTE_W;
                                  else if (is_hex(rx_data)) data_reg <= {data_reg[11:0], to_hex(rx_data)};
                    endcase
                end
            end
            case (state)
                EXECUTE_W: begin registers[addr1[9:0]] <= data_reg; val_out <= data_reg; state <= IDLE; end
                READ_1: state <= READ_2;
                READ_2: begin op1 <= registers[addr1[9:0]]; state <= (active_cmd == "R" || active_cmd == "r") ? TX_D : READ_3; end
                READ_3: begin op2 <= registers[addr2[9:0]]; state <= CALC; end
                CALC: begin
                    val_out <= alu_res; z_r <= alu_z; s_r <= alu_s; c_r <= alu_c; v_r <= alu_v;
                    state <= (active_cmd == "R" || active_cmd == "r") ? TX_D : EXECUTE_ALU_WRITE;
                end
                EXECUTE_ALU_WRITE: begin registers[addr_dest[9:0]] <= val_out; state <= TX_D; end
                TX_D:     begin tx_data_reg <= "d"; tx_start_reg <= 1; state <= WAIT_UART; return_state <= TX_SPACE; end
                TX_SPACE: begin tx_data_reg <= " "; tx_start_reg <= 1; state <= WAIT_UART; return_state <= TX_HEX1; end
                TX_HEX1:  begin tx_data_reg <= to_ascii(val_out[15:12]); tx_start_reg <= 1; state <= WAIT_UART; return_state <= TX_HEX2; end
                TX_HEX2:  begin tx_data_reg <= to_ascii(val_out[11:8]);  tx_start_reg <= 1; state <= WAIT_UART; return_state <= TX_HEX3; end
                TX_HEX3:  begin tx_data_reg <= to_ascii(val_out[7:4]);   tx_start_reg <= 1; state <= WAIT_UART; return_state <= TX_HEX4; end
                TX_HEX4:  begin tx_data_reg <= to_ascii(val_out[3:0]);   tx_start_reg <= 1; state <= WAIT_UART; return_state <= TX_FSPACE; end
                TX_FSPACE:begin tx_data_reg <= " "; tx_start_reg <= 1; state <= WAIT_UART; return_state <= TX_Z_L; end
                TX_Z_L:   begin tx_data_reg <= "Z"; tx_start_reg <= 1; state <= WAIT_UART; return_state <= TX_Z_V; end
                TX_Z_V:   begin tx_data_reg <= z_r ? "1" : "0"; tx_start_reg <= 1; state <= WAIT_UART; return_state <= TX_S_L; end
                TX_S_L:   begin tx_data_reg <= "S"; tx_start_reg <= 1; state <= WAIT_UART; return_state <= TX_S_V; end
                TX_S_V:   begin tx_data_reg <= s_r ? "1" : "0"; tx_start_reg <= 1; state <= WAIT_UART; return_state <= TX_C_L; end
                TX_C_L:   begin tx_data_reg <= "C"; tx_start_reg <= 1; state <= WAIT_UART; return_state <= TX_C_V; end
                TX_C_V:   begin tx_data_reg <= c_r ? "1" : "0"; tx_start_reg <= 1; state <= WAIT_UART; return_state <= TX_V_L; end
                TX_V_L:   begin tx_data_reg <= "V"; tx_start_reg <= 1; state <= WAIT_UART; return_state <= TX_V_V; end
                TX_V_V:   begin tx_data_reg <= v_r ? "1" : "0"; tx_start_reg <= 1; state <= WAIT_UART; return_state <= TX_NL;  end
                TX_NL:    begin tx_data_reg <= 8'h0A; tx_start_reg <= 1; state <= WAIT_UART; return_state <= IDLE; end
                WAIT_UART: if (!tx_busy && !tx_start_reg) state <= return_state;
                IDLE: ;
            endcase
        end
    end
    uart_rx receiver (.clk(clk), .rst(rst), .rx(UART_rxd), .data_out(rx_data), .rx_done(rx_done_raw));
    uart_tx transmitter (.clk(clk), .tx_data(tx_data_reg), .tx_start(tx_start_reg), .tx(UART_txd), .tx_busy(tx_busy));
    seven_seg display_mod (.clk(clk), .addr(addr_disp), .data(val_out), .D0_AN(D0_AN), .D0_SEG(D0_SEG), .D1_AN(D1_AN), .D1_SEG(D1_SEG));
    assign led = (state != IDLE);
endmodule
module uart_rx #(parameter CLK_FREQ = 100_000_000, parameter BAUD_RATE = 9600) (
    input clk,
    input rst,         
    input rx,
    output reg [7:0] data_out,
    output reg rx_done
);
    localparam WAIT_COUNT = CLK_FREQ / BAUD_RATE;
    reg rx_sync1, rx_sync2;
    always @(posedge clk) begin
        if (rst) begin
            rx_sync1 <= 1'b1;
            rx_sync2 <= 1'b1;
        end else begin
            rx_sync1 <= rx;        
            rx_sync2 <= rx_sync1;  
        end
    end
    reg [31:0] count = 0;
    reg [3:0] bit_idx = 0;
    reg [1:0] state = 0;
    always @(posedge clk) begin
        if (rst) begin
            state <= 0;
            rx_done <= 0;
            count <= 0;
        end else begin
            rx_done <= 0;
            case (state)
                0: begin  
                    count <= 0;
                    bit_idx <= 0;
                    if (rx_sync2 == 0) state <= 1;  
                end
                1: begin  
                    if (count == WAIT_COUNT / 2) begin
                        count <= 0;
                        state <= 2;
                    end else count <= count + 1;
                end
                2: begin  
                    if (count == WAIT_COUNT) begin
                        count <= 0;
                        data_out[bit_idx] <= rx_sync2;  
                        if (bit_idx == 7) state <= 3;
                        else bit_idx <= bit_idx + 1;
                    end else count <= count + 1;
                end
                3: begin  
                    if (count == WAIT_COUNT) begin
                        rx_done <= 1;
                        state <= 0;
                    end else count <= count + 1;
                end
            endcase
        end
    end
endmodule
module uart_tx #(parameter CLK_FREQ = 100_000_000, parameter BAUD_RATE = 9600) (
    input clk,
    input [7:0] tx_data,
    input tx_start,
    output tx,
    output tx_busy
);
    localparam WAIT_COUNT = CLK_FREQ / BAUD_RATE;
    reg [31:0] count = 0;
    reg [3:0] bit_idx = 0;
    reg [1:0] state = 0;
    reg [7:0] buffer;
    reg tx_reg = 1;
    assign tx = tx_reg;
    assign tx_busy = (state != 0) || tx_start;
    always @(posedge clk) begin
        case (state)
            0: begin
                tx_reg <= 1;
                if (tx_start) begin
                    buffer <= tx_data;
                    state <= 1;
                    count <= 0;
                end
            end
            1: begin  
                tx_reg <= 0;
                if (count >= WAIT_COUNT-1) begin count <= 0; state <= 2; bit_idx <= 0; end
                else count <= count + 1;
            end
            2: begin  
                tx_reg <= buffer[bit_idx];
                if (count >= WAIT_COUNT-1) begin
                    count <= 0;
                    if (bit_idx == 7) state <= 3;
                    else bit_idx <= bit_idx + 1;
                end else count <= count + 1;
            end
            3: begin  
                tx_reg <= 1;
                if (count >= WAIT_COUNT-1) state <= 0;
                else count <= count + 1;
            end
        endcase
    end
endmodule

==> impl_metrics.ini <==
; implementation run metrics
[synthesis]
synth_warnings = 5
edf_count = 16510
syn_area_sq_mm = 0.7726
synthCells = 35610
synth_cell_types = 87
yosys_register_bits = 16650
synthTopCellsByCount = edfxtp_1 (16510), mux4_2 (9991), nor2_1 (1362)
synthArstFlopShare_pct = 0
yosysCellCount = 35610
syn_avg_cell_area_sq_um = 21.70
top_cell = edfxtp_1
area_leaders = edfxtp_1 (64%), mux4_2 (29%), mux2i_1 (0.80%), nor2_1 (0.66%), clkbuf_1 (0.65%)
yosysTopAreaCellShare_pct = 64.16
synth_top_cell_by_area = edfxtp_1
ys_dominant_reg_cell = edfxtp_1
ys_chip_area_sq_mm = 0.7726
ys_seq_share_pct = 64.53

[worst_setup_path]
crit_chain = buf_4 -> inv_1 -> buf_4 -> nand4_1 -> buf_4 -> buf_4 -> buf_4 -> nand2_1 -> o21ai_4 -> buf_4 -> buf_4 -> buf_4 -> buf_4 -> buf_4 -> buf_4
end_kind = flip-flop
timing.rr.end = op1[3]
r2r-start = addr1[0]
cp_num_buf_inv = 12
criticalPathCategory = input port to flip-flop
max_stage_delay_ps = 700
start_kind = input port
worstPathArrival_ps = 78230
reg2regPathDepth = 20
cp.required_ps = 358410
slowest_stage = buf_4
cp_common_cell = buf_4
crit_family = buffers and inverters
cp_max_fo = 49
r2r_slack_ps = 345750

[final_timing]
hold_viol_final = 0
finalCriticalPeriod_ps = 77120
setup-tns-final_ps = 0
setup_viol = 0
maxSlewHeadroom_pct = -4.544
fmax_ghz = 0.01297
finalCritPeriodShare_pct = 21.58
skew_ps = 105.9
tightest_slew_ps = 1552
drv_slew = 2
rsz0062_at_grt = false
setup_ws_ps = 280180

[floorplanning]
die_width_mm = 1.245
chip_area_sq_mm = 1.550
ioPinCount = 29
core-area_sq_mm = 1.541
rows = 456
fp_util_pct = 50.13
die_h_mm = 1.245

[clocking]
cts_tree = built
cts_resized = 0
cts_sinks = 16650
clock_path_buffers = 6
hold_buffers = 0
cts_buffers = 1811
path_clk_slew_ps = 60
cts-root-buf = clkbuf_16
clk_latency_ps = 1430
postCtsSetupRepairBufs = 0
h-tree-depth = 7

[routing]
wire_per_inst_um = 48.60
drtAntennaViolNets = 0
drc = 0
drtIter0Drc = 32160
num_vias = 421200
drt_wl_total_mm = 2915
drtPass1Iterations = 8
via_per_inst = 7.021

[grt]
grt_pass1_wl_mm = 3952
grt_pass1_vias = 469500
overflow = 0
grt_util_all_layers_pct = 43.22
grt_max_degree = 116
antenna_found_initial = 342

[hold_path]
holdPathStages = 1
min_to = display_mod.counter[0]
hold_start = display_mod.counter[0]
hp-class = flip-flop to flip-flop

[run_status]
violations = capacitance limit, slew limit
status = finished with violations

[pwr]
peakVddDrop_mv = 0.004761
power_density_mw_per_mm2 = 4.626
p_leak_nw = 263.3

[finish]
largest_reg_flops = 16380
areaGrowthSynthToFinish_pct = 12.75
drive_gt1_share_pct = 43.29

[job]
warning_count = 105
maxCapViolations = 1

[placed_design]
dp_hpwl_mm = 2037
dpl_worst_slack_ps = 278980
gp_congestion = 1.020
port_buffers = 26
where the power goes:
part / leakage [nW] / internal [W] / switching [W]
logic: 80.6 / 0.00000522 / 0.00000975
registers: 154 / 0.00212 / 0.00000332
clock network: 28.7 / 0.00111 / 0.000781
total: 263 / 0.00324 / 0.000794
per-stage QoR:
| stage | area, sq um | hold slack [ps] | utilization [%] | total power (W) | instances |
|---|---|---|---|---|---|
| 5_1_grt | 870700 | 426.6 | 56.50 | 0.004121 | 59800 |
| 3_3_place_gp | 810400 | 395.4 | 52.59 | 0.002177 | 56060 |
| 6_report | 871100 | 409.8 | 56.53 | 0.004030 | 59980 |
| 2_1_floorplan | 772600 | 382.9 | - | 0.002172 | 35610 |
| 4_1_cts | 869400 | 413.4 | 56.42 | 0.004046 | 59300 |
| 3_5_place_dp | 810400 | 398.2 | 52.59 | 0.002177 | 56060 |
layout make-up:
cell class / count / area, sq um
timing repair buffer: 2778 / 21770
clock buffer: 2134 / 47090
inverter: 106 / 459.2
tap: 20610 / 25790
fill: 110500 / 669900
sequential: 16650 / 498600
antenna: 679 / 1699
multi-input combinational: 15920 / 263800
clock inverter: 1110 / 11900
layout by cell type (no fill, tap or decap), drive strengths merged, types with 36 or more instances in the layout:
cell type / Yosys / final
clkinvlp: 0 / 104
inv: 104 / 137
nand2b: 41 / 41
mux4: 9991 / 9991
o21ai: 168 / 168
diode: 0 / 679
edfxtp: 16510 / 16510
nor2b: 36 / 36
buf: 1591 / 2753
nand4: 50 / 50
o22ai: 206 / 206
and2: 59 / 59
a211oi: 108 / 108
nor2: 1362 / 1362
nor3: 131 / 131
and3: 83 / 83
mux2i: 619 / 619
nor4: 61 / 61
xnor2: 43 / 43
clkbuf: 1344 / 2134
clkinv: 2 / 728
a32oi: 74 / 74
dfxtp: 143 / 143
a22oi: 51 / 51
bufinv: 0 / 247
a31oi: 114 / 114
ha: 87 / 87
nand3: 327 / 327
nand2: 1218 / 1218
mux2: 47 / 47
xor2: 42 / 42
a21oi: 403 / 403
o221ai: 172 / 172
worst reg2reg max path: cells and delay by family (launching register included):
family / cells / cell delay, ps
buffers and inverters: 13 / 7650
AND/OR/NAND/NOR: 3 / 1020
multiplexers: 2 / 1240
AND-OR/OR-AND: 2 / 700
flip-flops: 1 / 710
cell families after synthesis:
family	Yosys count	share of synthesized area, %
multiplexers	10660	29.99
buffers and inverters	3041	1.910
other	1	0.0004854
AND-OR/OR-AND	1575	1.370
XOR/XNOR	85	0.09636
adder cells (fa/ha/maj)	90	0.1474
AND/OR/NAND/NOR	3507	1.949
flip-flops	16650	64.53
layer usage:
metal  routed length, um  global-route usage [%]  vias up  share of wire (%)
met1              761500                   47.72   217300                 26
met5               24390                   15.01        -               0.84
met2             1241000                   53.92    35660                 43
li1                    -                       -   161600                  -
met3              674600                   41.71     6070                 23
met4              213800                   22.45      511                7.3
worst max-delay path by stage:
| stage | startpoint | end | slack (ps) | cells past startpoint |
|---|---|---|---|---|
| after CTS | rst | registers[39][4] | 280430 | 15 |
| after global routing | rst | registers[36][4] | 279980 | 15 |
| final | rst | registers[42][4] | 280180 | 15 |
Power figures rest on the tool's default switching activity, not on a simulated workload.
